==> design/flow/design.v <==
module Baud_Rate_Generator (
    input wire CLK,       
    input wire RST,       
    output reg baud_clk   
);
    reg [31:0] counter;
    reg [31:0] DIVISOR;
    initial begin
        DIVISOR = 50000000 / (16 * 9600);   
    end
    always @(posedge CLK or posedge RST) begin
        if (RST) begin
            counter <= 32'd0;
            baud_clk <= 1'b0;
        end else begin
            if (counter >= (DIVISOR - 1)) begin
                counter <= 32'd0;
                baud_clk <= ~baud_clk;   
            end else begin
                counter <= counter + 1;
            end
        end
    end
endmodule
==> design/flow/run.sh <==
#!/bin/bash
# OpenROAD 26Q1-2900-gdf79404cd8, Yosys 0.63+post, stock flow scripts
make -C /OpenROAD-flow-scripts/flow DESIGN_CONFIG=/design/flow/config.mk WORK_HOME=/design/flow/orfs finish
==> design/flow/config.mk <==
export PLATFORM = sky130hd
export DESIGN_NAME = Baud_Rate_Generator
export DESIGN_NICKNAME = Baud_Rate_Generator
export VERILOG_FILES = /design/flow/design.v
export SDC_FILE = /design/flow/constraint.sdc
export NUM_CORES = 4
export LEC_CHECK = 1
export CORE_AREA = 10 10 104 104
export DIE_AREA = 0 0 114 114
==> design/flow/constraint.sdc <==
current_design Baud_Rate_Generator

set clk_period 3.0
set clk_io_pct 0.2

create_clock -name clk0 -period $clk_period [get_ports {CLK}]

set non_clock_inputs [all_inputs -no_clocks]
set_input_delay [expr $clk_period * $clk_io_pct] -clock clk0 $non_clock_inputs
set_output_delay [expr $clk_period * $clk_io_pct] -clock clk0 [all_outputs]
==> results_dict.tcl <==
# place-and-route summary
set metrics [dict create \
    postRouteWirelength_um 1330 \
    run_status "complete, no violations" \
    synth_top_cell_by_area "sky130_fd_sc_hd__dfrtp_1" \
    library_cells_used_by_synthesis 16 \
    synth.cell_area_sq_um 1110 \
    timing_worst_setup_path_type "flip-flop to flip-flop" \
    overflow 0 \
    critPathRequiredTime_ns 3.14 \
    intPower_uw 671 \
    synthDominantCellAreaShare_pct 74.1 \
    final-hold-violation-count 0 \
    grt_max_degree 34 \
    worst-path-max-fanout 10 \
    antenna_found_initial 0 \
    ports_placed_on_the_boundary 3 \
    final.min_clock_period_ns 1.72 \
    cpPeakStageDelay_ns 0.53 \
    grt_usage_pct 2.26 \
    synth-warning-count 1 \
    post-route-util_pct 16.8 \
    syn_area_per_cell_sq_um 14.1 \
    timing.hold.worst.class "flip-flop to flip-flop" \
    cts_post_setup_buffers_inserted 0 \
    die_height_um 114 \
    switching_share_pct 19.0 \
    worstPathArrival_ns 1.87 \
    post-route-period-util_pct 57.4 \
    synth.ff_latch_count 33 \
    finalSetupViolations 0 \
    p_seq_share_pct 56.1 \
    worstMarginPinSlew_ns 0.492 \
    grt_pass1_vias 533 \
    tritoncts "done" \
    route.antenna.remaining_nets 0 \
    timing.final.max_slew_violations 0 \
    final.setup_skew_ns 0.00277 \
    syn_inst 79 \
    synth.yosys.num_cells 79 \
    timing.hold.worst.start "baud_clk$_DFFE_PP0P_" \
    die_area_sq_um 13000 \
    core_region_area_sq_um 8680 \
    clock_latency_reported_for_the_late_side_of_the_worst_skew_pair_ns 0.27 \
    place_congestion 0.756 \
    total_power_uw 828 \
    drt-wirelength-per-cell_um 6.04 \
    critical_path.cell_chain "or4_1, a21oi_2, o2111ai_4, xor2_1" \
    register_clock_pin_slew_on_the_reported_worst_setup_and_hold_paths_ns 0.06 \
    detailed_place_hpwl_um 880 \
    detail_route.iter0.violations 17 \
    timing.max_cap.violations 0 \
    fp-utilization_pct 12.8 \
    placed_area_sq_um 1360 \
    holdWs_ns 0.476 \
    cts-root-buf "sky130_fd_sc_hd__clkbuf_8" \
    port_buffers 2 \
    vdd.ir_drop.worst_v 0.000452 \
    drt_drc_violations_left 0 \
    crit_start "counter[5]$_DFF_PP0_" \
    final_setup_tns_ns 0 \
    tool_warnings 27 \
    layout-area-overhead-vs-synth_pct 31.1 \
    start_kind "flip-flop" \
    p_leak_nw 0.610 \
    postSynth.asyncResetShare_pct 100 \
    routed-via-count 568 \
    crit_slowest_cell "sky130_fd_sc_hd__or4_1" \
    timing.fmax_mhz 581 \
    netlist_top_cells_area "sky130_fd_sc_hd__dfrtp_1, sky130_fd_sc_hd__xnor2_1, sky130_fd_sc_hd__nor2_1, sky130_fd_sc_hd__nor4_1, sky130_fd_sc_hd__o2111ai_4" \
    p_comb_share_pct 1.8 \
    enable_flop_cells 0 \
    rr_startpoint "counter[5]$_DFF_PP0_" \
    drt_pass1_iterations 4 \
    synth_seq_share_pct 74.1 \
    rows 34 \
    reg2reg_setup_slack_ns 1.28 \
    rsz_0062_raised_after_global_routing "no" \
    cts.repair.resized 0 \
    worst_setup_path_end_kind "flip-flop" \
    n_antenna_cell 0 \
    drive_gt1_share_pct 9.82 \
    finish.instance_area_sq_um 1460 \
    max-clock-path-buffers 2 \
    max_slew_margin_pct 66.9 \
    cts_hold_repair.buffers 0 \
    cts_bufs_inserted 5 \
    power.share.clock_pct 42.0 \
    ctsHtreeMaxLevel 2 \
    grt_pass1_wl_um 2460 \
    cts_sink_cnt 33 \
    ys_area_sq_um 1110 \
    dominant_synthesized_flop_cell "sky130_fd_sc_hd__dfrtp_1" \
    die_w_um 114 \
    top_cell "sky130_fd_sc_hd__dfrtp_1" \
    power_per_cell_area_nw_per_um2 567 \
    power.switching_uw 157 \
    common_cells "sky130_fd_sc_hd__dfrtp_1, sky130_fd_sc_hd__nor2_1, sky130_fd_sc_hd__nor4_1, sky130_fd_sc_hd__xnor2_1" \
    vias_per_cell 2.58 \
]
final cells by class:
class | count | area [sq um]
timing repair buffer | 3 | 27.5
inverter | 4 | 15.0
clock buffer | 7 | 96.3
multi-input combinational | 64 | 357
tap | 108 | 135
clock inverter | 1 | 5.00
sequential | 33 | 826
fill | 975 | 7220
critical path: cells and delay by family (launching register included):
kind / cells / cell delay [ns]
compound gates: 2 / 0.44
simple gates: 1 / 0.53
flops: 1 / 0.41
xor+xnor: 1 / 0.22
power groups by stage:
stage	Sequential [mW]	Clock (mW)	Combinational [mW]
finish	0.465	0.348	0.0153
CTS	0.465	0.364	0.0161
global route	0.466	0.387	0.0191
final timing paths:
kind	to	depth (start not counted)
min in group asynchronous	counter[23]$_DFF_PP0_	3
hold reg to reg	baud_clk$_DFFE_PP0P_	1
hold / removal	baud_clk$_DFFE_PP0P_	1
setup reg to reg	baud_clk$_DFFE_PP0P_	4
setup / recovery	baud_clk$_DFFE_PP0P_	4
max in group asynchronous	counter[13]$_DFF_PP0_	3
routing by layer:
metal / global-route usage (%) / part of all wire [%]
met4: 0.334 / 0
met1: 3.28 / 50
met3: 1.06 / 5.8
met2: 3.04 / 44
met5: 0 / 0
kinds of logic after synthesis:
group                    after synthesis  synth area share (%)
buffers and inverters                  4                  1.35
AND-OR/OR-AND                          2                  3.14
other                                  1                 0.336
XOR/XNOR                               8                  6.29
flip-flops                            33                  74.1
AND/OR/NAND/NOR                       29                  12.6
adder cells (fa/ha/maj)                2                  2.24
per-stage QoR:
stage / setup WS, ns / cells
after floorplan: 1.37 / 101
after global placement: 1.30 / 212
after detailed placement: 1.28 / 212
after CTS: 1.26 / 220
after global routing: 1.16 / 220
final: 1.28 / 220
cells in the final DEF, fill, tap and decap left out, drive strengths merged, types with 2 or more instances in the layout:
cell type	count
nor2	11
nand3	3
clkdlybuf4s50	2
inv	4
xor2	3
dfrtp	33
clkbuf	7
nor4	5
nor3	3
ha	2
conb	23
xnor2	5
nand2	4
flip-flops by register name, indices dropped and copies added (netlist names):
register,flops
counter,32
baud_clk,1
Power figures rest on the tool's default switching activity, not on a simulated workload.
