File: /design/flow/config.mk
export PLATFORM = sky130hd
export DESIGN_NAME = RX_FSM
export DESIGN_NICKNAME = RX_FSM
export VERILOG_FILES = /design/flow/design.v
export SDC_FILE = /design/flow/constraint.sdc
export NUM_CORES = 4
export LEC_CHECK = 1
export CORE_AREA = 10 10 70 70
export DIE_AREA = 0 0 80 80
File: /design/flow/constraint.sdc
current_design RX_FSM

set clk_period 2.1
set clk_io_pct 0.2

create_clock -name clk0 -period $clk_period [get_ports {CLK}]

set non_clock_inputs [all_inputs -no_clocks]
set_input_delay [expr $clk_period * $clk_io_pct] -clock clk0 $non_clock_inputs
set_output_delay [expr $clk_period * $clk_io_pct] -clock clk0 [all_outputs]
File: /design/flow/design.v
module RX_FSM(start_bit,parity_error,CLK,RST,shift,parity_load,check_stop);
  input start_bit,parity_error,CLK,RST;
  output reg shift,parity_load,check_stop;
  parameter IDLE = 2'b00, DATA = 2'b01, PARITY = 2'b10, STOP = 2'b11;
  reg [1:0] PS,NS;
  wire [7:0] data;
  reg [2:0] counter;
  reg count_en;
 always @(posedge CLK or posedge RST) begin
   if (RST)
	  PS <= IDLE;
	else
	  PS <= NS;
  end	  
  always @(*) begin
        case (PS)
            IDLE: begin
                   if (start_bit == 0)
                     NS = DATA;
						 else
						   NS = IDLE;
            end
            DATA: begin
                if (data) begin
                    NS = PARITY;
                end else begin
					     NS = DATA;
                end 
            end
            PARITY: begin
				         if (parity_error)
                      NS = IDLE;
						   else
					       NS = STOP;		
						 end
            STOP: begin
                   if  (check_stop)
						   NS = IDLE;
						 else
                     NS = IDLE;
            end
            default: NS = IDLE;
        endcase
    end
  always @(*) begin
	   case (PS)
		  IDLE : begin
		           parity_load = 1'b0;
				     shift = 1'b0;
				     count_en = 1'b0;
				     check_stop = 1'b1;	  
				end
		 DATA : begin
		           parity_load = 1'b0;
				     shift = 1'b1; 
					  count_en = 1'b1;
					  check_stop = 1'b0;
				end
		PARITY : begin
		           parity_load = 1'b1;
				     shift = 1'b0; 
					  count_en = 1'b0;
					  check_stop = 1'b0;
				end
		STOP :  begin
		           parity_load = 1'b0;
				     shift = 1'b0;
					  count_en = 1'b0;
					  check_stop = 1'b1;
				end
    endcase
	end
	assign data = (counter == 7);
    always @(posedge CLK or posedge RST) begin
        if (RST)
            counter <= 3'b0;
        else if (count_en) begin
             counter <= counter + 1;
				 end
        else
             counter <= 3'b0;  
        end 
endmodule
File: /design/flow/run.sh
#!/bin/bash
# OpenROAD 26Q1-2900-gdf79404cd8, Yosys 0.63+post, stock flow scripts
make -C /OpenROAD-flow-scripts/flow DESIGN_CONFIG=/design/flow/config.mk WORK_HOME=/design/flow/orfs finish
==> GITHUB_STEP_SUMMARY <==
## Synthesis and layout report

| Metric | Value |
|---|---|
| Outcome | complete, no violations |
| Critical path type | reg -> out |
| Pin count of the biggest net entering global routing | 8 |
| ANT cells | 0 |
| Yosys warnings | 1 |
| Period Utilization, post-route | 0.909 |
| Vias/cell | roughly 2.5 |
| Ys cells | 22 |
| Synthesized instance count | 22 |
| CTS H-Tree Depth | 1 |
| Final Skew | around 0.0020 ns |
| Die height | 80 um |
| CTS Root Cell | clkbuf_4 |
| Drt pass-1 iters | 2 |
| Reg2reg path depth | 3 |
| CP Launch Type | flip-flop |
| Reg-to-Reg Start | counter[0] |
| Combinational share of power | 0.323 |
| Clock buffer depth | 2 |
| CTS Buf Count | 3 |
| CP Cell Sequence | or2_4 > nor2_1 > clkdlybuf4s50_1 |
| Crit path required time | 1.68 ns |
| CP Capture Type | output pin |
| Slew @ Worst Pin | 0.266 ns |
| Chip area | 6400 um2 |
| HP Class | in -> async |
| Number of global-route vias before repair | ~230 |
| Initial antenna violation count | 0 |
| Final Util | 0.126 |
| Rows | 21 |
| DRC | 0 |
| Fin crit period | 1.91 ns |
| Clock-pin slew on the worst setup and hold paths | ~0.050 ns |
| R2R Path End | counter[2] |
| Worst slew margin | 0.823 |
| First-pass GRT wire length | 1010 um |
| Die width | 80 um |
| Clock Sinks | 7 |
| Late-Pin Clk Latency | about 0.25 ns |
| Resize count post-CTS | 0 |
| Worst vdd ir | 0.362 mV |
| Vias | 198 |
| Mean Syn Cell Area | 13.0 um2 |
| Buffers on Ports | 6 |
| Initial DRC Count | 3 |
| # setup viols final | 0 |
| Internal power | about 0.00036 W |
| Yosys stat area | 287 um2 |
| Max-cap viol count | 0 |
| Final hold vios | 0 |
| Slowest cell on the critical path | clkdlybuf4s50_1 |
| FP Util | 0.0839 |
| Unrepaired setup endpoints after global routing | no |
| Clock power share | 0.244 |
| CTS tree | done |
| Worst EP arrival | 1.49 ns |
| Fin cells | 78 |
| OpenROAD warning count | 25 |
| Reg2reg setup slack | approximately 1 ns |
| Post CTS Setup Buffer Count | 0 |
| Synth Cell Area | 287 um2 |
| Final ANT Viol Nets | 0 |
| Crit path max fanout | 3 |
| RePlAce Congestion | 0.764 |
| P_leak | 0.177 nW |
| Core area | 3420 um2 |
| Boundary Pins | 7 |
| Wirelength, routed | 586 um |
| Fmax | 524 MHz |
| Max Slew Vio Count | 0 |
| Seq pwr share | 0.433 |
| Dpl cells | 74 |
| Synth Seq Share | 0.616 |
| Synth-to-Final Area Change | 50.2% |
| CP max stage delay | 0.48 ns |
| PwrDens | 1150 nW/um2 |
| Post-CTS Hold Buffers | 0 |
| Gr usage total | 0.0197 |
| FILL cells | 406 |
| Share of cells above drive strength 1 | 0.219 |
| Synthesized registers | 7 |
| P_sw | 0.000131 W |
| Setup TNS Final | 0 ns |
| DR WL/cell | ~7.5 um |
| GR Overflow Total | 0 |
| Sw frac | 0.265 |
| Cell Type Count | 11 |
| Detailed Place HPWL | between 400 and 500 um |
==> power groups by stage <==
stage / registers [W] / logic [W] / clock network (W)
4_1_cts: 0.000214 / 0.000167 / 0.000128
5_1_grt: 0.000222 / 0.000189 / 0.000132
6_report: 0.000214 / 0.000159 / 0.000120
==> flip-flops by register name, summed over array words and instances (netlist names) <==
name	count
PS	4
counter	3
==> metal layers <==
layer	track usage	vias to the layer above	routed length (um)	part of all wire
met2	0.0281	7	270	0.46
met5	0	-	0	0
met3	0.0136	2	55	0.094
met1	0.0221	95	252	0.43
met4	0.00880	0	8	0.014
li1	-	94	-	-
==> logic make-up after synthesis <==
family,after synthesis,synth area share
AND/OR/NAND/NOR,8,0.201
buffers and inverters,3,0.0393
adder cells (fa/ha/maj),2,0.0873
AND-OR/OR-AND,2,0.0568
flip-flops,7,0.616
==> worst max path at each step <==
stage	from	endpoint	slack, ns	depth (start not counted)
after CTS	PS[3]	parity_load	0.16	3
after global routing	PS[3]	parity_load	0.10	3
final	PS[3]	parity_load	0.19	3
==> area by class of cell <==
class                      count  area (um2)  share of cell area
sequential                     7         176               0.410
clock buffer                   4        26.3              0.0610
inverter                       3        11.3              0.0262
tap                           46        57.6               0.134
multi-input combinational     12        98.8               0.230
timing repair buffer           6        60.1               0.140
==> stage by stage <==
step | total power [W] | area (um2) | hold WS [ns] | worst slack, ns
floorplan | 0.000296 | 287 | 0.223 | 1.01
CTS | 0.000509 | 430 | 0.403 | 0.155
detailed placement | 0.000380 | 404 | 0.451 | 0.442
finish | 0.000494 | 430 | 0.399 | 0.191
global placement | 0.000371 | 404 | 0.458 | 0.445
global route | 0.000542 | 430 | 0.428 | 0.100
==> Yosys cell counts <==
| cell | count | area share |
|---|---|---|
| nor2b_1 | 1 | 0.022 |
| ha_1 | 2 | 0.087 |
| and2_1 | 3 | 0.066 |
| nor3_2 | 2 | 0.070 |
| dfstp_2 | 1 | 0.092 |
| dfrtp_1 | 6 | 0.52 |
| o22ai_1 | 1 | 0.022 |
| or2_4 | 1 | 0.031 |
| nor2_1 | 1 | 0.013 |
| a221o_1 | 1 | 0.035 |
| inv_1 | 3 | 0.039 |
==> worst max-delay path: cells and delay by family (launching register included) <==
kind | cells | cell delay (ns)
AND/OR/NAND/NOR | 2 | 0.36
buffers and inverters | 1 | 0.48
flip-flops | 1 | 0.39
==> layout by cell type (no fill, tap or decap) <==
cell             count
ha_1                 2
dfstp_2              1
dfrtp_1              6
nor3_2               2
nor2b_1              1
or2_4                1
nor2_1               1
and2_1               3
clkbuf_4             3
a221o_1              1
clkbuf_1             1
clkdlybuf4s50_1      6
inv_1                3
o22ai_1              1
Power is estimated from default activity; no workload was simulated.
